[design/flow/constraint.sdc]
current_design linked_list_fifo

set clk_period 6.5
set clk_io_pct 0.2

create_clock -name clk0 -period $clk_period [get_ports {clk}]

set non_clock_inputs [all_inputs -no_clocks]
set_input_delay [expr $clk_period * $clk_io_pct] -clock clk0 $non_clock_inputs
set_output_delay [expr $clk_period * $clk_io_pct] -clock clk0 [all_outputs]
[design/flow/config.mk]
export PLATFORM = sky130hd
export DESIGN_NAME = linked_list_fifo
export DESIGN_NICKNAME = linked_list_fifo
export VERILOG_FILES = /design/flow/design.v
export SDC_FILE = /design/flow/constraint.sdc
export NUM_CORES = 4
export LEC_CHECK = 1
export CORE_UTILIZATION = 40
[design/flow/run.sh]
#!/bin/bash
# OpenROAD 26Q1-2900-gdf79404cd8, Yosys 0.63+post, stock flow scripts
make -C /OpenROAD-flow-scripts/flow DESIGN_CONFIG=/design/flow/config.mk WORK_HOME=/design/flow/orfs finish
[design/flow/design.v]
module linked_list(clk, rst, push, pop, push_sel, pop_sel,
                   full, empty, free_ptr, popped_head);
   parameter NUM_ELEMS=4,
	       NUM_LISTS=2,
	       PTR_WIDTH=$clog2(NUM_ELEMS),
	       CNT_WIDTH=PTR_WIDTH+1,
	       SEL_WIDTH=$clog2(NUM_LISTS),
	       ADDR_WIDTH=$clog2(NUM_LISTS+1);
   input                                   clk, rst, push, pop;
   input [SEL_WIDTH-1:0]                   push_sel, pop_sel;
   output                                  full;
   output [NUM_LISTS-1:0]                  empty;
   output [PTR_WIDTH-1:0]                  free_ptr;
   output [PTR_WIDTH-1:0]                  popped_head;
   reg [PTR_WIDTH-1:0]                     head [NUM_LISTS-1:0];
   reg [PTR_WIDTH-1:0]                     tail [NUM_LISTS-1:0];
   reg [PTR_WIDTH-1:0]                     next_ptr [NUM_ELEMS-1:0];
   reg [PTR_WIDTH-1:0]                     free_list_head;
   reg [PTR_WIDTH-1:0]                     free_list_tail;
   reg [CNT_WIDTH-1:0]                     count [NUM_LISTS-1:0];
   reg [CNT_WIDTH-1:0]                     total_count;
   assign free_ptr = free_list_head;
   assign popped_head = head[pop_sel];
   generate
      genvar                               c;
      for(c=0; c < NUM_LISTS; c=c+1) begin : count_elements
         always @(posedge clk) begin
            if (rst)
              count[c] <= 0;
            else
              count[c] <= count[c] + (push & (push_sel == c)) - (pop & (pop_sel == c));
         end
         assign empty[c] = (count[c] == 0);
      end
   endgenerate
   always @(posedge clk) begin
      if (rst)
        total_count <= 0;
      else
        total_count <= total_count + push - pop;
   end
   assign full = (total_count == NUM_ELEMS);
   always @(posedge clk) begin : next_ptr_logic
      integer j;
      if (rst) begin
         for(j=0; j < NUM_ELEMS; j=j+1) begin
            if (j < NUM_ELEMS - 1) begin
               next_ptr[j] <= j + 1;
            end
            else begin
               next_ptr[j] <= 0;
            end
         end
      end
      else begin
         if (push & !empty[push_sel]) begin
            next_ptr[tail[push_sel]] <= free_list_head;
         end
         if (pop & !full) begin
            next_ptr[free_list_tail] <= popped_head;
         end
      end  
   end
   (* keep *)
   wire [PTR_WIDTH-1:0] next_head0;
   assign next_head0 = pop & (pop_sel == 0) ? ((push & (push_sel == pop_sel) & (count[pop_sel] == 1)) ? free_list_head : next_ptr[head[pop_sel]]) :
                       free_list_head;
   always @(posedge clk) begin : head_logic
      integer i;
      if (rst) begin
         for(i=0; i < NUM_LISTS; i=i+1) begin
            head[i] <= 0;
         end
      end
      else begin
	       if (pop) begin
            if (push & (push_sel == pop_sel) & (count[pop_sel] == 1)) begin
               head[pop_sel] <= free_list_head;
            end
            else begin
               head[pop_sel] <= next_ptr[head[pop_sel]];
            end
	       end
	       if (push & empty[push_sel]) begin  
            head[push_sel] <= free_list_head;
	       end
      end  
   end  
   always @(posedge clk) begin : tail_logic
      integer j;
      if (rst) begin
         for(j=0; j < NUM_LISTS; j=j+1) begin
            tail[j] <= 0;
         end
      end
      else if (push) begin
         tail[push_sel] <= free_list_head;
      end
   end  
   always @(posedge clk) begin : free_list_logic
      if (rst) begin
         free_list_head <= 0;
         free_list_tail <= (NUM_ELEMS-1);
      end
      else begin
         if (push & (!pop | (total_count < NUM_ELEMS-1))) begin
            free_list_head <= next_ptr[free_list_head];
         end
         if (pop) begin
            free_list_tail <= popped_head;
            if (full | (push & (total_count >= NUM_ELEMS-1))) begin
               free_list_head <= head[pop_sel];
            end
         end
      end  
   end  
endmodule  
module linked_list_fifo(clk, rst, push, pop, push_sel, pop_sel, data_in,
                        full, empty, data_out);
   parameter WIDTH=8,
             DEPTH=4,
             NUM_FIFOS=2,
             PTR_WIDTH=$clog2(DEPTH),
             SEL_WIDTH=$clog2(NUM_FIFOS),
             ADDR_WIDTH=$clog2(NUM_FIFOS+1);
   input                           clk, rst, push, pop;
   input [SEL_WIDTH-1:0]           push_sel, pop_sel;
   input [WIDTH-1:0]               data_in;
   output                          full;
   output [NUM_FIFOS-1:0]          empty;
   output [WIDTH-1:0]              data_out;
   reg [WIDTH-1:0]                 mem [DEPTH-1:0];
   wire [PTR_WIDTH-1:0]            pop_addr;
  (* keep *)
  wire [PTR_WIDTH-1:0]            free_ptr;
  (* keep *)
  wire [PTR_WIDTH-1:0]            popped_head;
   linked_list
     #(.NUM_ELEMS(DEPTH),
       .NUM_LISTS(NUM_FIFOS))
   ll (.clk(clk),
       .rst(rst),
       .push(push),
       .pop(pop),
       .push_sel(push_sel),
       .pop_sel(pop_sel),
       .full(full),
       .empty(empty),
       .free_ptr(free_ptr),
       .popped_head(popped_head));
   always @(posedge clk) begin
      if (|push) begin
         mem[free_ptr] <= data_in;
      end
   end
   assign data_out = mem[popped_head];
endmodule  
==> qor.txt <==
First-pass DRT Iterations: 4
fill cell count: 670
FP Core Util: 42.2%
number of DRC markers in iteration 0: 66
max-cap viol count: 0
Gate power share: 25.8%
Via-to-Cell Ratio: 5.11
Setup crit start kind: input pin
Fin. Hold Viols: 0
Die Wd: 90.1 µm
drt wl/cell: 14.7 µm
CP startpoint: pop_sel[0]
warnings from Yosys: 4
CTS tree: done
Ports: 25
pwr/cell area: 301 nW/µm²
drc violations: 0
relative slew slack: 40.0%
Critical path destination: data_out[5]
Final Cycle Share: 81.1%
outcome: finished clean
Core ar.: 7370 µm²
Commonest Layout Cell: nand2_1
overall die height: 90.1 µm
Late-Pin Clk Latency: 0.32 ns
measured slew at the worst slew-check pin: 0.897 ns
H-tree Lvls: 3
Clock Path Buffers: 2
drt total wl: 6010 µm
Internal: 754 µW
required time of the critical path: 5.20 ns
CP peak stage delay: 0.72 ns
instance tally after logic synthesis: 282
clk root buf: clkbuf_8
vias in the first global route: 2091
Worst Setup End Kind: output pin
largest net degree at the start of global routing: 32
setup violators final: 0
CTS Buf Count: 9
CP Max Fanout: 25
total number of placement rows: 31
minimum clock period: 5.27 ns
initial antenna violation count: 0
share of cells above drive strength 1: 11.6%
Congestion Overflow GR: 0
worst clock skew: 0.00695 ns
crit-path cells: clkdlybuf4s50_1 > mux2i_4 > buf_4 > clkinv_1 > nand2_1 > and3_1 > a31oi_1 > clkdlybuf4s50_1
synthesized area: 3110 µm²
worst reg2reg startpoint: ll.head[1][1]$_DFFE_PP_
Hold Buf Count CTS: 0
CP max-delay cell: clkdlybuf4s50_1
crit path DAT: 3.97 ns
crit-path most repeated cell: clkdlybuf4s50_1
post-layout util: 48.6%
Avg Cell Area, Syn: 11.0 µm²
switching pwr: 323 µW
met3 usage: 4.81%
via count: 2096
FF+latch area: 1660 µm²
GRT Max-Usage Layer: met1
switch share: 30.0%
sequential share of power: 49.1%
reg2reg end: ll.next_ptr[0][1]$_DFFE_PP_
most frequent cells in the layout: 53 x nand2_1, 44 x edfxtp_1, 24 x clkdlybuf4s50_1
clock share of power: 25.1%
Post-DP HPWL: 3910 µm
global-route wire length before repair: 10300 µm
Fin Hold WS: 0.459 ns
setup repair after global routing missed its margin: no
die area: 8120 µm²
Post-Layout Cell Count: 410
r2r setup slk: 4.58 ns
Log Warnings: 25
critical path type: input pin to output pin
Static Leak: 1.31 nW
post-CTS setup buffer count: 0
RePlAce Congestion: 0.811
Max Clock Freq: 190 MHz
Final WS setup: 1.23 ns
total negative slack: 0 ns
GRT met2 Usage: 24.3%
DP Worst Slack: 1.20 ns
clock-pin slew of the registers on the worst-case setup and hold paths: 0.06 ns
worst-case reg-to-reg path depth: 5
post-CTS resize count: 0
Slew Viols, Final: 0
Hold WC Path Type: flip-flop to flip-flop
Syn-to-layout area delta: 15.3%
met1 usage: 27.1%
Buffers on Ports: 24
Global Route Usage Sum: 16.7%
CTS sink count: 61
multi-input gate area in the final layout: 1300 µm²
maximum vdd ir drop: 0.000155 V
# diodes: 0
antenna-violating nets left: 0
Cells after DPL: 395
-- metrics by stage --
| step | power [mW] | area [µm²] |
|---|---|---|
| floorplan | 0.709 | 3110 |
| global placement | 0.812 | 3430 |
| detailed placement | 0.817 | 3430 |
| CTS | 1.09 | 3580 |
| global route | 1.15 | 3580 |
| finish | 1.08 | 3580 |
-- power groups by stage --
stage         combinational [mW]  sequential [mW]  clock, mW
CTS                        0.282            0.529      0.278
global route               0.316            0.537      0.297
finish                     0.278            0.528      0.270
-- sequential cells by signal, indices dropped and copies added, names as in the netlist --
register	count
mem	32
ll.count	6
ll.head	4
ll.total_count	3
ll.tail	4
ll.next_ptr	8
ll.free_list_tail	2
ll.free_list_head	2
-- how the worst min path moves through the flow --
stage / from / to / slack [ns] / cells after the start
4_1_cts: ll.tail[1][0]$_SDFFE_PP0P_ / ll.tail[1][0]$_SDFFE_PP0P_ / 0.46 / 2
5_1_grt: ll.tail[1][0]$_SDFFE_PP0P_ / ll.tail[1][0]$_SDFFE_PP0P_ / 0.48 / 2
6_report: ll.tail[1][0]$_SDFFE_PP0P_ / ll.tail[1][0]$_SDFFE_PP0P_ / 0.46 / 2
-- area by class of cell --
type                       count  area share (%)
clock buffer                   9            3.46
clock inverter                 6           0.874
inverter                      19            1.99
multi-input combinational    188            36.3
sequential                    61            46.4
tap                           99            3.46
timing repair buffer          28            7.55
-- layer usage --
layer | wire [µm] | vias up
li1 | - | 1053
met1 | 2980 | 994
met2 | 2680 | 47
met3 | 319 | 2
met4 | 36 | 0
met5 | 0 | -
-- worst max-delay path, delay by kind of cell --
kind	cells	cell delay (ns)
buf+inv	4	1.98
mux	1	0.28
compound gates	1	0.05
simple gates	2	0.35
No activity file was given, so power comes from the tool's default toggle rates.
