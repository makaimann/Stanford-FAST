==> design.v <==
module FF(rst, clk, en, D, Q);
   parameter WIDTH = 1;
   parameter INIT  = 0;
   input wire                rst;
   input wire                clk;
   input wire                en;
   input wire [WIDTH-1:0]    D;
   output reg [WIDTH-1:0]    Q;
   always @ (posedge clk) begin
      if (rst) begin
         Q <= INIT;
      end
      else if(en) begin
         Q <= D;
      end
   end
endmodule
module fifo(clk, rst, push, pop, data_in,
            full, empty, data_out);
  parameter WIDTH = 8;
  parameter DEPTH = 8;
  parameter PTRWID = $clog2(DEPTH) + 1;
  input wire clk;
  input wire rst;
  input wire push;
  input wire pop;
  input wire [WIDTH-1:0] data_in;
  (* keep *)
  output wire full;
  output wire empty;
  output wire [WIDTH-1:0] data_out;
  wire clkEn = push | pop | rst;
 (* keep *)
  logic [PTRWID-1:0] wrPtr;
  wire  [PTRWID-1:0] wrPtrNxt;
  assign wrPtrNxt = rst ? {PTRWID{1'b0}} : wrPtr + {{(PTRWID-1){1'b0}}, push};
  FF #(.WIDTH(PTRWID)) ff_wrPtr (.rst(rst),
                                 .clk(clk),
                                 .en(clkEn),
                                 .D(wrPtrNxt),
                                 .Q(wrPtr)
                                 );
  (* keep *)
  logic [PTRWID-1:0] rdPtr;
  wire  [PTRWID-1:0] rdPtrNxt;
  assign rdPtrNxt = rst ? {PTRWID{1'b0}} : rdPtr + {{(PTRWID-1){1'b0}}, pop};
  FF #(.WIDTH(PTRWID)) ff_rdPtr (.rst(rst),
                         .clk(clk),
                                 .en(clkEn),
                                 .D(rdPtrNxt),
                                 .Q(rdPtr));
  assign empty = rdPtr == wrPtr;
  assign full = (rdPtr[PTRWID-2:0] == wrPtr[PTRWID-2:0]) & (rdPtr[PTRWID-1] != wrPtr[PTRWID-1]);
   reg [WIDTH-1:0]   entries [DEPTH-1:0];
   wire [WIDTH-1:0]  input_data;
   assign input_data = push ? data_in : entries[wrPtr[PTRWID-2:0]];
   always @(posedge clk) begin
      entries[wrPtr[PTRWID-2:0]] <= input_data;
   end
  assign data_out = entries[rdPtr[PTRWID-2:0]];
endmodule
module MagicPacketTracker(clk, rst, push, pop, captured,
                          cnt, next_cnt);
  parameter DEPTH = 8;
  parameter CNTWID = $clog2(DEPTH) + 1;
  input wire clk;
  input wire rst;
  input wire push;
  input wire pop;
  input wire captured;
  output wire [CNTWID-1:0] cnt;
  output wire [CNTWID-1:0] next_cnt;
  FF #(.WIDTH(CNTWID)) ff_cnt (.rst(rst),
                               .clk(clk),
                               .en(push | pop | rst | captured),
                               .D(next_cnt),
                               .Q(cnt));
  wire [CNTWID-1:0] push_cnt;
  assign push_cnt = cnt + {{(CNTWID-1){1'b0}}, (push & ~captured)};
  assign next_cnt = rst ? {CNTWID{1'b0}} : push_cnt - {{(CNTWID-1){1'b0}}, pop};
endmodule
  module SimpleScoreboard(clk, rst, push, pop, start, data_in, data_out,
                          data_out_vld, prop_signal);
   parameter DEPTH  = 8,
             WIDTH  = 8,
             CNTWID = $clog2(DEPTH) + 1;
   input wire                                clk;
   input wire                                rst;
   input wire                                push;
   input wire                                pop;
   input wire                                start;
   input wire [WIDTH-1:0]                    data_in;
   input wire [WIDTH-1:0]                    data_out;
   output wire                               data_out_vld;
   output wire                               prop_signal;
   wire                                      en;
   wire                                      next_en;
   wire                                      magic_packet_exited;
   wire                                      next_magic_packet_exited;
   wire [CNTWID-1:0]                         cnt;
   wire [CNTWID-1:0]                         next_cnt;
   wire [WIDTH-1:0]                          magic_packet;
  assign next_en = en | (start & push);
  FF #(.WIDTH(1)) ff_en (.rst(rst),
			                   .clk(clk),
                         .en(~en),  
                         .D(next_en),
                         .Q(en));
  assign next_magic_packet_exited = data_out_vld | magic_packet_exited;
  FF #(.WIDTH(1)) ff_magic_packet_exited (.rst(rst),
                                          .clk(clk),
                                          .en(1'b1),
                                          .D(next_magic_packet_exited),
                                          .Q(magic_packet_exited));
  MagicPacketTracker #(.DEPTH(DEPTH)) mpt (.clk(clk),
                                           .rst(rst),
                                           .push(push),
                                           .pop(pop),
                                           .captured(en),
                                           .cnt(cnt),
                                           .next_cnt(next_cnt)
	     				                             );
  FF #(.WIDTH(WIDTH)) ff_magic_packet (.rst(rst),
				                               .clk(clk),
                                       .en(start & push & ~en),
                                       .D(data_in),
                                       .Q(magic_packet));
  assign data_out_vld = en & !magic_packet_exited & (cnt != 0) & (next_cnt == 0);
  assign prop_signal = ~data_out_vld | (magic_packet == data_out);
endmodule
module top(clk, rst, start, push, data_in, pop,
           empty, full, data_out, prop_signal);
   parameter WIDTH      =    8,
             DEPTH      =    2*8,
             QWID       =    8;
   input                       clk, rst, start;
   input                       push;
   input [1:0]                 pop;
   input [WIDTH-1:0]           data_in;
   output [1:0]                empty, full;
   output [WIDTH-1:0]          data_out;
   output                      prop_signal;
   (* keep *)
   wire                        data_out_vld;
   (* keep *)
   wire [WIDTH-1:0]            intm_data;
   fifo
     #(.WIDTH(WIDTH),
       .DEPTH(DEPTH/2))
   f0 (.clk(clk),
	     .rst(rst),
	     .push(push[0]),
	     .pop(pop[0]),
       .data_in(data_in),
       .empty(empty[0]),
       .full(full[0]),
	     .data_out(intm_data));
   fifo
     #(.WIDTH(WIDTH),
       .DEPTH(DEPTH/2))
   f1 (.clk(clk),
	    .rst(rst),
	    .push(pop[0]),  
	    .pop(pop[1]),
      .data_in(intm_data),
      .empty(empty[1]),
      .full(full[1]),
	    .data_out(data_out));
   SimpleScoreboard
     #(.DEPTH(DEPTH),
       .WIDTH(WIDTH))
   sb (.clk(clk),
       .rst(rst),
       .push(push[0]),
       .pop(pop[1]),
       .start(start),
       .data_in(data_in),
       .data_out(data_out),
       .data_out_vld(data_out_vld),
       .prop_signal(prop_signal));
   reg                         initstate = 1;
   always @(posedge clk) begin
      initstate <= 0;
   end
   always @* begin
      assume(rst == initstate);
      assume(!push[0] || !full[0]);
      assume(!pop[0] || !full[1]);
      assume(!pop[0] || !empty[0]);
      assume(!pop[1] || !empty[1]);
   end
   always @(posedge clk) begin
      if (!initstate) begin
         assert(prop_signal);
      end
   end
endmodule  
module circular_pointer_fifo(clk, rst, push, pop, data_in,
                             full, empty, data_out);
  parameter WIDTH = 8;
  parameter DEPTH = 8;
  parameter PTRWID = $clog2(DEPTH) + 1;
  input wire clk;
  input wire rst;
  input wire push;
  input wire pop;
  input wire [WIDTH-1:0] data_in;
  output wire full;
  output wire empty;
  output wire [WIDTH-1:0] data_out;
  wire clkEn = push | pop | rst;
 (* keep *)
  logic [PTRWID-1:0] wrPtr;
  wire  [PTRWID-1:0] wrPtrNxt;
  assign wrPtrNxt = rst ? {PTRWID{1'b0}} : wrPtr + {{(PTRWID-1){1'b0}}, push};
  FF #(.WIDTH(PTRWID)) ff_wrPtr (.rst(rst),
                                 .clk(clk),
                                 .en(clkEn),
                                 .D(wrPtrNxt),
                                 .Q(wrPtr)
                                 );
  (* keep *)
  logic [PTRWID-1:0] rdPtr;
  wire  [PTRWID-1:0] rdPtrNxt;
  assign rdPtrNxt = rst ? {PTRWID{1'b0}} : rdPtr + {{(PTRWID-1){1'b0}}, pop};
  FF #(.WIDTH(PTRWID)) ff_rdPtr (.rst(rst),
                         .clk(clk),
                                 .en(clkEn),
                                 .D(rdPtrNxt),
                                 .Q(rdPtr));
  assign empty = rdPtr == wrPtr;
  assign full = (rdPtr[PTRWID-2:0] == wrPtr[PTRWID-2:0]) & (rdPtr[PTRWID-1] != wrPtr[PTRWID-1]);
   reg [WIDTH-1:0]   entries [DEPTH-1:0];
   wire [WIDTH-1:0]  input_data;
   assign input_data = push ? data_in : entries[wrPtr[PTRWID-2:0]];
   always @(posedge clk) begin
      entries[wrPtr[PTRWID-2:0]] <= input_data;
   end
  assign data_out = entries[rdPtr[PTRWID-2:0]];
endmodule
==> run.sh <==
#!/bin/bash
# OpenROAD 26Q1-2900-gdf79404cd8, Yosys 0.63+post, stock flow scripts
make -C /OpenROAD-flow-scripts/flow DESIGN_CONFIG=/design/flow/config.mk WORK_HOME=/design/flow/orfs finish
==> config.mk <==
export PLATFORM = sky130hd
export DESIGN_NAME = circular_pointer_fifo
export DESIGN_NICKNAME = circular_pointer_fifo
export VERILOG_FILES = /design/flow/design.v
export SDC_FILE = /design/flow/constraint.sdc
export NUM_CORES = 4
export LEC_CHECK = 1
export CORE_UTILIZATION = 40
==> constraint.sdc <==
current_design circular_pointer_fifo

set clk_period 3.3
set clk_io_pct 0.2

create_clock -name clk0 -period $clk_period [get_ports {clk}]

set non_clock_inputs [all_inputs -no_clocks]
set_input_delay [expr $clk_period * $clk_io_pct] -clock clk0 $non_clock_inputs
set_output_delay [expr $clk_period * $clk_io_pct] -clock clk0 [all_outputs]
==> results.toml <==
# yosys + openroad results
[grt]
use_met1_pct = 18.2
grtUsageTotal_pct = 15.2
grtUsageMet3_pct = 8.80
grt-ovfl-total = 0
grt_antenna_before_repair = 0
grt_pass1_wl_microns = 7790
grt_use_met2_pct = 25.8
grt_max_degree = 17
grt_pass1_vias = 1592
gr-max-usage-layer = "met2"

[cts]
cts_tree = "done"
post_cts_resized = 0
cts_buffer_depth = 2
cts_setup_buffers = 0
cts_root_buf = "clkbuf_8"
cts_buffers = 9
clock.latency.late_pin_ns = 0.34
cts_hold_buf = 0
h-tree-depth = 3
cts.sinks = 75
clk_pin_slew_ns = 0.07

[setup_path]
path_delay_family = "flip-flops"
timing.rr.start = "ff_wrPtr.Q[1]"
rrSetupSlack_ns = 1.78
slowest_delay_ns = 0.79
cp_cell_sequence = "mux4_1 -> mux2_2 -> clkdlybuf4s50_1"
worst-path-buf-inv = 1
critical_path_class = "flop to output port"
crit_path_end_kind = "output port"
critical_path.endpoint = "data_out[3]"
crit_path_start_kind = "flop"
required_ns = 2.64
reg2reg_to = "entries[3][7]"
r2r_cells = 3
worst_path_max_delay_cell = "dfxtp_1"
cp.arrival_ns = 2.21
cp.depth = 3
crit_fanout = 16

[pwr]
swShare_pct = 20.9
cell_internal_pwr_w = 0.00149
ir_worst_vdd_mv = 0.275
clock_power_share_pct = 35.5
cellLeakagePower_nw = 1.16
power_density_nw_per_um2 = 532
p_sw_w = 0.000394
combPwrFrac_pct = 8.0
p_total_w = 0.00188
share_seq_of_total_power_pct = 56.5

[final_layout]
final_layout_size_suffix_gt1_share_pct = 17.3
lay_top_count = "edfxtp_1"
mostFrequentLayoutCells = "edfxtp_1, clkdlybuf4s50_1, mux4_1"
finalNonFillerCells = 296
syn2layout_area_growth_pct = 18.3
fillers = 605

[run_status]
outcome = "finished clean"

[place]
placed_cells = 280
place.gp.congestion = 0.778
io_buffer_count = 21
dp_hpwl_microns = 3230

[sta]
period_used_pct = 87.0
relSlewSlack_pct = 52.0
rsz0062_at_grt = "false"
max_freq_mhz = 348
finalHoldViolations = 0
tns_ns = 0
setup_viol = 0
maxSlewViolCount = 0
worstMarginPinSlew_ns = 0.719
skew_ns = 0.00655
finalCriticalPeriod_ns = 2.87

[logic_synthesis]
syn_area_per_cell_sq_um = 19.1
synthArstFlopShare_pct = 0
ys_cells = 157
edf_count = 64
syn_inst = 157
ys_seq_share_pct = 71.5
ys.flops = 75
synth_cell_type_count = 22
yosys_warnings = 2
synth-main-ff-cell = "edfxtp_1"
ys_area_sq_um = 3000
syn_area_sq_um = 3000

[detailed_routing]
drc = 0
vias = 1508
ant_nets = 0
first_pass_iters = 4
wl_per_cell_microns = 16.8
first_iter_violations = 46
routed_wl_microns = 4960
diodes = 0
viasPerCell = 5.09

[floorplan]
core-area_sq_um = 7250
row_count = 31
fp_util_pct = 41.3
die_w_microns = 88.5
ios = 22
die_h_microns = 88.5
die_area_sq_um = 7840

[job]
maxCapViolCount = 0
warning_count = 25

[min_path]
hold_path.class = "flop to flop"
through the flow:
step / instance area, sq um / setup WS (ns) / utilization, % / hold slack [ns]
after floorplan: 3000 / 1.31 / - / 0.470
after global placement: 3350 / 0.763 / 46.2 / 0.486
after detailed placement: 3350 / 0.735 / 46.2 / 0.494
after CTS: 3540 / 0.362 / 48.9 / 0.507
after global routing: 3540 / 0.283 / 48.9 / 0.549
final: 3540 / 0.430 / 48.9 / 0.504
state kept, by name, summed over array words and instances (netlist names), named ones only:
register,count
entries,64
ff_rdPtr.Q,4
ff_wrPtr.Q,4
power by group through the flow:
stage / clock (W) / sequential, W / combinational (W)
4_1_cts: 0.000690 / 0.00107 / 0.000153
5_1_grt: 0.000726 / 0.00107 / 0.000164
6_report: 0.000669 / 0.00106 / 0.000150
how the worst min path moves through the flow:
| stage | startpoint | end | depth (start not counted) |
|---|---|---|---|
| 4_1_cts | ff_rdPtr.Q[3] | ff_rdPtr.Q[3] | 2 |
| 6_report | ff_rdPtr.Q[3] | ff_rdPtr.Q[3] | 2 |
| 5_1_grt | ff_rdPtr.Q[0] | ff_rdPtr.Q[0] | 2 |
worst register-to-register path: cells and delay by family (launching register included):
kind          cells  cell delay [ns]
simple gates      2             0.49
flops             1             0.51
buf+inv           1             0.25
cells in the mapped netlist, drive strengths merged (3+ instances only):
cell	instances	area (sq um)
a21oi	6	30.0
buf	5	43.8
dfxtp	11	220
edfxtp	64	1920
ha	4	50.1
mux2	8	90.1
mux4	16	417
nand2	6	22.5
nand2b	3	18.8
nand3	3	15.0
nor2	10	37.5
o21ai	8	40.0
xnor2	4	35.0
per-layer routing:
metal / vias to the layer above / wire, microns
met4: 0 / 57
met3: 5 / 474
li1: 700 / -
met5: - / 0
met2: 76 / 2440
met1: 727 / 1990
area by class of cell:
cell class	instances	area, sq um	area share, %
multi-input combinational	75	802	22.6
sequential	75	2140	60.4
clock buffer	9	124	3.49
tap	99	124	3.49
timing repair buffer	31	285	8.05
clock inverter	7	67.6	1.91
logic make-up after synthesis:
logic type | count (synthesis) | share of synthesized area (%)
buf+inv | 7 | 1.71
xor+xnor | 6 | 1.75
simple gates | 27 | 4.09
flops | 75 | 71.5
compound gates | 14 | 2.34
fa+ha+maj | 4 | 1.67
mux | 24 | 16.9
No activity file was given, so power comes from the tool's default toggle rates.
