## design/flow/config.mk

```make
export PLATFORM = sky130hd
export DESIGN_NAME = shift_register_fifo
export DESIGN_NICKNAME = shift_register_fifo
export VERILOG_FILES = /design/flow/design.v
export SDC_FILE = /design/flow/constraint.sdc
export NUM_CORES = 4
export LEC_CHECK = 1
export CORE_UTILIZATION = 50
```

## design/flow/design.v

```verilog
module FF(rst, clk, en, D, Q);
   parameter WIDTH = 1;
   parameter INIT  = 0;
   input wire                rst;
   input wire                clk;
   input wire                en;
   input wire [WIDTH-1:0]    D;
   output reg [WIDTH-1:0]    Q;
   always @ (posedge clk) begin
      if (rst) begin
         Q <= INIT;
      end
      else if(en) begin
         Q <= D;
      end
   end
endmodule
module fifo(clk, rst, push, pop, data_in,
            full, empty, data_out);
  parameter WIDTH = 8;
  parameter DEPTH = 8;
  parameter PTRWID = $clog2(DEPTH) + 1;
  input wire clk;
  input wire rst;
  input wire push;
  input wire pop;
  input wire [WIDTH-1:0] data_in;
  (* keep *)
  output wire full;
  output wire empty;
  output wire [WIDTH-1:0] data_out;
  wire clkEn = push | pop | rst;
 (* keep *)
  logic [PTRWID-1:0] wrPtr;
  wire  [PTRWID-1:0] wrPtrNxt;
  assign wrPtrNxt = rst ? {PTRWID{1'b0}} : wrPtr + {{(PTRWID-1){1'b0}}, push};
  FF #(.WIDTH(PTRWID)) ff_wrPtr (.rst(rst),
                                 .clk(clk),
                                 .en(clkEn),
                                 .D(wrPtrNxt),
                                 .Q(wrPtr)
                                 );
  (* keep *)
  logic [PTRWID-1:0] rdPtr;
  wire  [PTRWID-1:0] rdPtrNxt;
  assign rdPtrNxt = rst ? {PTRWID{1'b0}} : rdPtr + {{(PTRWID-1){1'b0}}, pop};
  FF #(.WIDTH(PTRWID)) ff_rdPtr (.rst(rst),
                         .clk(clk),
                                 .en(clkEn),
                                 .D(rdPtrNxt),
                                 .Q(rdPtr));
  assign empty = rdPtr == wrPtr;
  assign full = (rdPtr[PTRWID-2:0] == wrPtr[PTRWID-2:0]) & (rdPtr[PTRWID-1] != wrPtr[PTRWID-1]);
   reg [WIDTH-1:0]   entries [DEPTH-1:0];
   wire [WIDTH-1:0]  input_data;
   assign input_data = push ? data_in : entries[wrPtr[PTRWID-2:0]];
   always @(posedge clk) begin
      entries[wrPtr[PTRWID-2:0]] <= input_data;
   end
  assign data_out = entries[rdPtr[PTRWID-2:0]];
endmodule
module MagicPacketTracker(clk, rst, push, pop, captured,
                          cnt, next_cnt);
  parameter DEPTH = 8;
  parameter CNTWID = $clog2(DEPTH) + 1;
  input wire clk;
  input wire rst;
  input wire push;
  input wire pop;
  input wire captured;
  output wire [CNTWID-1:0] cnt;
  output wire [CNTWID-1:0] next_cnt;
  FF #(.WIDTH(CNTWID)) ff_cnt (.rst(rst),
                               .clk(clk),
                               .en(push | pop | rst | captured),
                               .D(next_cnt),
                               .Q(cnt));
  wire [CNTWID-1:0] push_cnt;
  assign push_cnt = cnt + {{(CNTWID-1){1'b0}}, (push & ~captured)};
  assign next_cnt = rst ? {CNTWID{1'b0}} : push_cnt - {{(CNTWID-1){1'b0}}, pop};
endmodule
  module SimpleScoreboard(clk, rst, push, pop, start, data_in, data_out,
                          data_out_vld, prop_signal);
   parameter DEPTH  = 8,
             WIDTH  = 8,
             CNTWID = $clog2(DEPTH) + 1;
   input wire                                clk;
   input wire                                rst;
   input wire                                push;
   input wire                                pop;
   input wire                                start;
   input wire [WIDTH-1:0]                    data_in;
   input wire [WIDTH-1:0]                    data_out;
   output wire                               data_out_vld;
   output wire                               prop_signal;
   wire                                      en;
   wire                                      next_en;
   wire                                      magic_packet_exited;
   wire                                      next_magic_packet_exited;
   wire [CNTWID-1:0]                         cnt;
   wire [CNTWID-1:0]                         next_cnt;
   wire [WIDTH-1:0]                          magic_packet;
  assign next_en = en | (start & push);
  FF #(.WIDTH(1)) ff_en (.rst(rst),
			                   .clk(clk),
                         .en(~en),  
                         .D(next_en),
                         .Q(en));
  assign next_magic_packet_exited = data_out_vld | magic_packet_exited;
  FF #(.WIDTH(1)) ff_magic_packet_exited (.rst(rst),
                                          .clk(clk),
                                          .en(1'b1),
                                          .D(next_magic_packet_exited),
                                          .Q(magic_packet_exited));
  MagicPacketTracker #(.DEPTH(DEPTH)) mpt (.clk(clk),
                                           .rst(rst),
                                           .push(push),
                                           .pop(pop),
                                           .captured(en),
                                           .cnt(cnt),
                                           .next_cnt(next_cnt)
	     				                             );
  FF #(.WIDTH(WIDTH)) ff_magic_packet (.rst(rst),
				                               .clk(clk),
                                       .en(start & push & ~en),
                                       .D(data_in),
                                       .Q(magic_packet));
  assign data_out_vld = en & !magic_packet_exited & (cnt != 0) & (next_cnt == 0);
  assign prop_signal = ~data_out_vld | (magic_packet == data_out);
endmodule
module top(clk, rst, start, push, data_in, pop,
           empty, full, data_out, prop_signal);
   parameter WIDTH      =    8,
             DEPTH      =    2*8,
             QWID       =    8;
   input                       clk, rst, start;
   input                       push;
   input [1:0]                 pop;
   input [WIDTH-1:0]           data_in;
   output [1:0]                empty, full;
   output [WIDTH-1:0]          data_out;
   output                      prop_signal;
   (* keep *)
   wire                        data_out_vld;
   (* keep *)
   wire [WIDTH-1:0]            intm_data;
   fifo
     #(.WIDTH(WIDTH),
       .DEPTH(DEPTH/2))
   f0 (.clk(clk),
	     .rst(rst),
	     .push(push[0]),
	     .pop(pop[0]),
       .data_in(data_in),
       .empty(empty[0]),
       .full(full[0]),
	     .data_out(intm_data));
   fifo
     #(.WIDTH(WIDTH),
       .DEPTH(DEPTH/2))
   f1 (.clk(clk),
	    .rst(rst),
	    .push(pop[0]),  
	    .pop(pop[1]),
      .data_in(intm_data),
      .empty(empty[1]),
      .full(full[1]),
	    .data_out(data_out));
   SimpleScoreboard
     #(.DEPTH(DEPTH),
       .WIDTH(WIDTH))
   sb (.clk(clk),
       .rst(rst),
       .push(push[0]),
       .pop(pop[1]),
       .start(start),
       .data_in(data_in),
       .data_out(data_out),
       .data_out_vld(data_out_vld),
       .prop_signal(prop_signal));
   reg                         initstate = 1;
   always @(posedge clk) begin
      initstate <= 0;
   end
   always @* begin
      assume(rst == initstate);
      assume(!push[0] || !full[0]);
      assume(!pop[0] || !full[1]);
      assume(!pop[0] || !empty[0]);
      assume(!pop[1] || !empty[1]);
   end
   always @(posedge clk) begin
      if (!initstate) begin
         assert(prop_signal);
      end
   end
endmodule  
module shift_register_fifo(clk, rst, data_in, push, pop,
                           empty, full, data_out);
   parameter WIDTH  = 8,
             DEPTH  = 8,
             CNTWID = $clog2(DEPTH+1),
             IDXWID = $clog2(DEPTH);
   input              clk, rst, push, pop;
   input [WIDTH-1:0]  data_in;
   output             empty, full;
   output [WIDTH-1:0] data_out;
   reg [CNTWID-1:0]   count;
   wire [DEPTH-1:0]   reg_en;
   (* keep *)
   wire [IDXWID-1:0]  data_in_idx;
   assign data_in_idx = count - pop;
   always @(posedge clk) begin
      if (rst) begin
         count <= {CNTWID{1'b0}};
      end
      else begin
         count <= count + {{(CNTWID-1){1'b0}}, push} - {{(CNTWID-1){1'b0}}, pop};
      end
   end
   assign empty = (count == 0);
   assign full  = (count == DEPTH);
   wire [WIDTH-1:0]   next_val [DEPTH-1:0];
   wire [WIDTH-1:0]   entries  [DEPTH-1:0];
   generate
      genvar          i;
      for(i = 0; i < DEPTH; i=i+1) begin : regs
         FF
              #(.WIDTH(WIDTH),
                .INIT(0))
         reg_inst(.rst(rst),
                  .clk(clk),
                  .en(reg_en[i]),
                  .D(next_val[i]),
                  .Q(entries[i])
                  );
         assign reg_en[i] = pop | (push & (count == i));
      end
   endgenerate
   generate
      genvar j;
      for(j = 0; j < DEPTH-1; j=j+1) begin : next_val_comp
         assign next_val[j] = ((push & pop & (count - 1 == j)) | (push & (count == j))) ? data_in :
                              pop ? entries[j+1] : 0;
      end
      assign next_val[DEPTH-1] = data_in;
   endgenerate
   assign data_out = entries[0];
endmodule  
```

## design/flow/run.sh

```bash
#!/bin/bash
# OpenROAD 26Q1-2900-gdf79404cd8, Yosys 0.63+post, stock flow scripts
make -C /OpenROAD-flow-scripts/flow DESIGN_CONFIG=/design/flow/config.mk WORK_HOME=/design/flow/orfs finish
```

## design/flow/constraint.sdc

```tcl
current_design shift_register_fifo

set clk_period 3.7
set clk_io_pct 0.2

create_clock -name clk0 -period $clk_period [get_ports {clk}]

set non_clock_inputs [all_inputs -no_clocks]
set_input_delay [expr $clk_period * $clk_io_pct] -clock clk0 $non_clock_inputs
set_output_delay [expr $clk_period * $clk_io_pct] -clock clk0 [all_outputs]
```

==> out/metrics.csv <==
metric;value;unit
worst hold path class;flop to flop;
Core ar.;7730;um2
sequential power share;37.1;%
worst-path maximum fanout;11;
Cells after Synth;488;
status;finished, final reports clean;
Clock Skew;0.00911;ns
Fmax achieved;336;MHz
Initial DRC Count;249;
# hold bufs at CTS;0;
placed cells;587;
Post-Route Setup TNS;0;ns
crit path capture type;flop;
Avg WL per Cell;19.1;um
Clock power frac;26.2;%
Fin. Hold Viols;0;
Top Layout Cells;67 x dfxtp_1, 50 x nand2_1, 42 x nor2_1;
P&R area growth vs syn;11.1;%
Slew headroom;43.4;%
fin crit share;80.5;%
die area;8350;um2
Crit. Startpoint;count[2];
vias;3850;
GP Congestion;0.930;
Setup CP Type;flop to flop;
met1 Use GR;42.5;%
largest net degree at the start of global routing;51;
clk latency of the worst-skew pair;0.35;ns
NetSw;0.942;mW
FP Rows;32;
vias in the first global route;3538;
IO buf count;21;
H-tree depth;3;
io pins;22;
Initial Util;51.7;%
power density over cell area;550;nW/um2
Startpoint Class;flop;
Ant. Diodes;0;
postcts setup bufs;0;
CTS clk-pin slew, worst paths;0.08;ns
met3 usage;5.53;%
initial antenna violation count;0;
Slew @ Worst Pin;0.838;ns
post-route ant nets;0;
root buf cell;clkbuf_8;
Clock Tree Buf Depth;2;
maximum capacitance violations;0;
Die X;91.4;um
TritonCTS Buffers;9;
RSZ-0062 raised after global routing;no;
Detailed Routing Iterations Pass 1;5;
post-DP HPWL;7870;um
tool warnings;32;
met2 Resource Use GR;46.6;%
fin util;57.4;%
Layout Cells excl Fill;603;
post-layout min period;2.98;ns
Residual DRC;0;
Int Pwr;1.50;mW
Hold Startpoint;regs[2].reg_inst.Q[4];
post-synthesis average cell area;8.18;um2
worst setup margin;0.722;ns
clock sinks;68;
GRT Util Overall;29.0;%
most numerous logic cell after layout;dfxtp_1;
Setup WS pre-CTS;0.734;ns
CTS tree;yes;
chip height;91.4;um
first-pass GRT wire length;18600;um
share of cells above drive strength 1;9.58;%
Mapped Area;3990;um2
Worst Path Required;3.95;ns
post-CTS sizing;0;
leakage power;1.60;nW
# fillers;711;
Max IR drop VDD;0.400;mV
DR vias/cell;6.38;
RR Startpoint;count[2];
switch share;38.6;%
Syn. warnings;2;
global route hottest layer;met2;
wirelength, routed;11500;um
Slew Limit Fails;0;
combinational share of power;36.7;%
final setup violation count;0;
WP data arrival;3.23;ns
gr ovfl total;0;
[area by class of cell]
type | count | area, um2 | share of cell area [%]
clock inverters | 6 | 63.8 | 1.44
flip-flops and latches | 68 | 1360 | 30.7
clock buffers | 10 | 138 | 3.10
inverters | 13 | 48.8 | 1.10
multi-input cells | 373 | 2410 | 54.3
well taps | 102 | 128 | 2.88
repair buffers | 31 | 285 | 6.43
[layer usage]
metal	vias up	share of wire, %
li1	1864	-
met1	1823	46
met2	144	45
met3	19	6.8
met4	0	1.6
met5	-	0
[flip-flops by register name, indices dropped and copies added, names as in the netlist]
signal	cells
regs.reg_inst.Q	64
count	4
[worst paths after layout]
kind / depth (start not counted) / endpoint / slack, ns
setup reg to reg: 7 / regs[3].reg_inst.Q[1] / 0.72
hold / removal: 2 / regs[2].reg_inst.Q[4] / 0.46
setup / recovery: 7 / regs[3].reg_inst.Q[1] / 0.72
hold reg to reg: 2 / regs[2].reg_inst.Q[4] / 0.46
[through the flow]
step                      hold slack [ns]  area, um2  power, mW
after CTS                           0.460       4440       2.44
final                               0.458       4440       2.44
after global routing                0.484       4440       2.59
after global placement              0.439       4230       1.80
after floorplan                     0.401       3990       1.56
after detailed placement            0.442       4230       1.80
[power by group through the flow]
stage,clock network (mW),logic [mW],registers [mW]
4_1_cts,0.655,0.886,0.904
6_report,0.640,0.896,0.905
5_1_grt,0.687,0.985,0.916
[worst max-delay path, stage by stage (launching register included)]
cell	delay [ns]
dfxtp_1	0.39
inv_1	0.33
ha_1	0.47
o21ai_4	0.12
a221oi_4	0.47
a41oi_1	0.46
nand2b_1	0.39
a211oi_1	0.26
Power figures rest on the tool's default switching activity, not on a simulated workload.
